File: /design/flow/design.v
package usertype;
typedef enum logic [3:0] { 
	No_action	= 4'd0,
	Buy			= 4'd1,
	Check		= 4'd2,
	Deposit		= 4'd4, 
	Return		= 4'd8 
}	Action ;
typedef enum logic [3:0] { 
	No_Err			= 4'b0000,  
	INV_Not_Enough	= 4'b0010,  
	Out_of_money	= 4'b0011,  
	INV_Full		= 4'b0100,  
	Wallet_is_Full	= 4'b1000,  
	Wrong_ID		= 4'b1001,  
	Wrong_Num		= 4'b1100,  
	Wrong_Item		= 4'b1010,  
	Wrong_act		= 4'b1111   
}	Error_Msg ;
typedef enum logic [1:0]	{ 
	Platinum	= 2'b00,
	Gold		= 2'b01,
	Silver		= 2'b10,
	Copper		= 2'b11
}	User_Level ;				
typedef enum logic [1:0] {
	No_item	= 2'd0,
	Large	= 2'd1,
	Medium	= 2'd2,
	Small	= 2'd3
}	Item_id ;
typedef logic [7:0] User_id;
typedef logic [5:0] Item_num;
typedef logic [15:0] Money;
typedef logic [11:0] EXP;
typedef logic [15:0] Item_num_ext;
typedef struct packed {
	Item_id		item_ID;
	Item_num	item_num;
	User_id		seller_ID;
}	Shopping_His;  
typedef struct packed {
	Item_num		large_num;
	Item_num		medium_num;
	Item_num		small_num;
	User_Level		level;
	EXP				exp;
}	Shop_Info;  
typedef struct packed {
	Money money; 
	Shopping_His shop_history;
}	User_Info;  
typedef union packed { 	
	Money			d_money;
	User_id	[1:0]	d_id;
	Action	[3:0]	d_act;
	Item_id	[7:0]	d_item;
	Item_num_ext	d_item_num;
} DATA;
endpackage
import usertype::*;  
module CC(
  in_s0,
  in_s1,
  in_s2,
  in_s3,
  in_s4,
  in_s5,
  in_s6,
  opt,
  a,
  b,
  s_id0,
  s_id1,
  s_id2,
  s_id3,
  s_id4,
  s_id5,
  s_id6,
  out
);
input [3:0]in_s0;
input [3:0]in_s1;
input [3:0]in_s2;
input [3:0]in_s3;
input [3:0]in_s4;
input [3:0]in_s5;
input [3:0]in_s6;
input [2:0]opt;
input [1:0]a;
input [2:0]b;
output [2:0] s_id0;
output [2:0] s_id1;
output [2:0] s_id2;
output [2:0] s_id3;
output [2:0] s_id4;
output [2:0] s_id5;
output [2:0] s_id6;
output [2:0] out; 
wire signed [4:0] signed_in_s0 ;
wire signed [4:0] signed_in_s1 ;
wire signed [4:0] signed_in_s2 ;
wire signed [4:0] signed_in_s3 ;
wire signed [4:0] signed_in_s4 ;
wire signed [4:0] signed_in_s5 ;
wire signed [4:0] signed_in_s6 ;
wire signed [2:0] signed_a;
wire signed [4:0] signed_b;
assign signed_in_s0 = (opt[0]) ? {in_s0[3],in_s0[3:0]}:{1'b0,in_s0[3:0]};
assign signed_in_s1 = (opt[0]) ? {in_s1[3],in_s1[3:0]}:{1'b0,in_s1[3:0]};
assign signed_in_s2 = (opt[0]) ? {in_s2[3],in_s2[3:0]}:{1'b0,in_s2[3:0]};
assign signed_in_s3 = (opt[0]) ? {in_s3[3],in_s3[3:0]}:{1'b0,in_s3[3:0]};
assign signed_in_s4 = (opt[0]) ? {in_s4[3],in_s4[3:0]}:{1'b0,in_s4[3:0]};
assign signed_in_s5 = (opt[0]) ? {in_s5[3],in_s5[3:0]}:{1'b0,in_s5[3:0]};
assign signed_in_s6 = (opt[0]) ? {in_s6[3],in_s6[3:0]}:{1'b0,in_s6[3:0]};
assign signed_a = {1'b0 , a};
assign signed_b = {1'b0 , b};
wire signed [4:0] transform_in_s0 ;
wire signed [4:0] transform_in_s1 ;
wire signed [4:0] transform_in_s2 ;
wire signed [4:0] transform_in_s3 ;
wire signed [4:0] transform_in_s4 ;
wire signed [4:0] transform_in_s5 ;
wire signed [4:0] transform_in_s6 ;
wire [4:0] bit0;
wire [4:0] optExtend;
assign bit0 = 5'b00000;
assign optExtend = {5{opt[1]}};
assign transform_in_s0 = signed_in_s0 ^ bit0 ^  optExtend;
assign transform_in_s1 = signed_in_s1 ^ bit0 ^  optExtend;
assign transform_in_s2 = signed_in_s2 ^ bit0 ^  optExtend;
assign transform_in_s3 = signed_in_s3 ^ bit0 ^  optExtend;
assign transform_in_s4 = signed_in_s4 ^ bit0 ^  optExtend;
assign transform_in_s5 = signed_in_s5 ^ bit0 ^  optExtend;
assign transform_in_s6 = signed_in_s6 ^ bit0 ^  optExtend;
wire [2:0] id_in_s0;
wire [2:0] id_in_s1;
wire [2:0] id_in_s2;
wire [2:0] id_in_s3;
wire [2:0] id_in_s4;
wire [2:0] id_in_s5;
wire [2:0] id_in_s6;
assign id_in_s0 = 0;
assign id_in_s1 = 1;
assign id_in_s2 = 2;
assign id_in_s3 = 3;
assign id_in_s4 = 4;
assign id_in_s5 = 5;
assign id_in_s6 = 6;
wire signed [7:0] unique_in0;
wire signed [7:0] unique_in1;
wire signed [7:0] unique_in2;
wire signed [7:0] unique_in3;
wire signed [7:0] unique_in4;
wire signed [7:0] unique_in5;
wire signed [7:0] unique_in6;
assign unique_in0 = {transform_in_s0[4:0] , id_in_s0[2:0]};
assign unique_in1 = {transform_in_s1[4:0] , id_in_s1[2:0]};
assign unique_in2 = {transform_in_s2[4:0] , id_in_s2[2:0]};
assign unique_in3 = {transform_in_s3[4:0] , id_in_s3[2:0]};
assign unique_in4 = {transform_in_s4[4:0] , id_in_s4[2:0]};
assign unique_in5 = {transform_in_s5[4:0] , id_in_s5[2:0]};
assign unique_in6 = {transform_in_s6[4:0] , id_in_s6[2:0]};
wire signed [7:0] w1;
wire signed [7:0] w2;
wire signed [7:0] w3;
wire signed [7:0] w4;
wire signed [7:0] w5;
wire signed [7:0] w6;
wire signed [7:0] w7;
wire signed [7:0] w8;
wire signed [7:0] w9;
wire signed [7:0] w10;
wire signed [7:0] w11;
wire signed [7:0] w12;
wire signed [7:0] w13;
wire signed [7:0] w14;
wire signed [7:0] w15;
wire signed [7:0] w16;
wire signed [7:0] w17;
wire signed [7:0] w18;
wire signed [7:0] w19;
wire signed [7:0] w20;
wire signed [7:0] w21;
wire signed [7:0] w22;
wire signed [7:0] w23;
wire signed [7:0] w24;
wire signed [7:0] w25;
wire signed [7:0] w26;
wire signed [7:0] w27;
wire signed [7:0] w28;
wire signed [7:0] w29;
wire signed [7:0] w30;
wire signed [7:0] w31;
wire signed [7:0] w32;
wire signed [7:0] w33;
wire signed [7:0] w34;
Comparator_8bit C1(unique_in0 , unique_in1 ,w1 , w2);
Comparator_8bit C2(unique_in2 , unique_in3 ,w3 , w4);
Comparator_8bit C3(unique_in4 , unique_in5 ,w5 , w6);
Comparator_8bit C4(w1 , w3 ,w7 , w8);
Comparator_8bit C5(w2 , w4 ,w9 , w10);
Comparator_8bit C6(w6 , unique_in6 ,w11 , w12);
Comparator_8bit C7(w8 , w9 ,w13 , w14);
Comparator_8bit C8(w5 , w11 ,w15 , w16);
Comparator_8bit C9(w7 , w15 ,w17 , w18);
Comparator_8bit C10(w14 , w16,w19, w20);
Comparator_8bit C11(w10 , w12 ,w21 , w22);
Comparator_8bit C12(w20 , w21 ,w23 , w24);
Comparator_8bit C13(w18 , w13 ,w25 , w26);
Comparator_8bit C14(w19 , w23 ,w27 , w28);
Comparator_8bit C15(w25 , w27 ,w29 , w30);
Comparator_8bit C16(w26 , w28 ,w31 , w32);
Comparator_8bit C17(w30 , w31 ,w33 , w34);
assign s_id0 = w17[2:0];
assign s_id1 = w29[2:0];
assign s_id2 = w33[2:0];
assign s_id3 = w34[2:0];
assign s_id4 = w32[2:0];
assign s_id5 = w24[2:0];
assign s_id6 = w22[2:0];
wire signed [7:0] average;
wire signed [5:0] modify_pass_score;
wire signed [4:0] signed_a_plus1;
wire signed [5:0] adjustment0 ;
wire signed [5:0] adjustment1 ;
wire signed [5:0] adjustment2 ;
wire signed [5:0] adjustment3 ;
wire signed [5:0] adjustment4 ;
wire signed [5:0] adjustment5 ;
wire signed [5:0] adjustment6 ;
assign average = (signed_in_s0 + signed_in_s1 + signed_in_s2 + signed_in_s3 + signed_in_s4 + signed_in_s5 + signed_in_s6) / 7;
assign modify_pass_score = average - signed_a - signed_b;
assign signed_a_plus1 = signed_a+1;
wire signed [5:0] negative0 ;
wire signed [5:0] negative1 ;
wire signed [5:0] negative2 ;
wire signed [5:0] negative3 ;
wire signed [5:0] negative4 ;
wire signed [5:0] negative5 ;
wire signed [5:0] negative6 ;
assign negative0 = signed_in_s0 / signed_a_plus1 ;
assign negative1 = signed_in_s1 / signed_a_plus1 ;
assign negative2 = signed_in_s2 / signed_a_plus1 ;
assign negative3 = signed_in_s3 / signed_a_plus1 ;
assign negative4 = signed_in_s4 / signed_a_plus1 ;
assign negative5 = signed_in_s5 / signed_a_plus1 ;
assign negative6 = signed_in_s6 / signed_a_plus1 ;
wire signed [7:0] positive0 ;
wire signed [7:0] positive1 ;
wire signed [7:0] positive2 ;
wire signed [7:0] positive3 ;
wire signed [7:0] positive4 ;
wire signed [7:0] positive5 ;
wire signed [7:0] positive6 ;
assign positive0 = signed_a_plus1 * signed_in_s0 ;
assign positive1 = signed_a_plus1 * signed_in_s1 ;
assign positive2 = signed_a_plus1 * signed_in_s2 ;
assign positive3 = signed_a_plus1 * signed_in_s3 ;
assign positive4 = signed_a_plus1 * signed_in_s4 ;
assign positive5 = signed_a_plus1 * signed_in_s5 ;
assign positive6 = signed_a_plus1 * signed_in_s6 ;
wire signed [7:0] Linear_transform_s0 ;
wire signed [7:0] Linear_transform_s1 ;
wire signed [7:0] Linear_transform_s2 ;
wire signed [7:0] Linear_transform_s3 ;
wire signed [7:0] Linear_transform_s4 ;
wire signed [7:0] Linear_transform_s5 ;
wire signed [7:0] Linear_transform_s6 ;
assign Linear_transform_s0 = signed_in_s0[4] ? negative0: positive0 ;
assign Linear_transform_s1 = signed_in_s1[4] ? negative1: positive1 ;
assign Linear_transform_s2 = signed_in_s2[4] ? negative2: positive2 ;
assign Linear_transform_s3 = signed_in_s3[4] ? negative3: positive3 ;
assign Linear_transform_s4 = signed_in_s4[4] ? negative4: positive4 ;
assign Linear_transform_s5 = signed_in_s5[4] ? negative5: positive5 ;
assign Linear_transform_s6 = signed_in_s6[4] ? negative6: positive6 ;
reg count0;
reg count1;
reg count2;
reg count3;
reg count4;
reg count5;
reg count6;
always @(*) begin
  if(opt[2]==1) begin
    count0 = (Linear_transform_s0 < modify_pass_score) ? 1'b1 : 1'b0;
    count1 = (Linear_transform_s1 < modify_pass_score) ? 1'b1 : 1'b0;
    count2 = (Linear_transform_s2 < modify_pass_score) ? 1'b1 : 1'b0;
    count3 = (Linear_transform_s3 < modify_pass_score) ? 1'b1 : 1'b0;
    count4 = (Linear_transform_s4 < modify_pass_score) ? 1'b1 : 1'b0;
    count5 = (Linear_transform_s5 < modify_pass_score) ? 1'b1 : 1'b0;
    count6 = (Linear_transform_s6 < modify_pass_score) ? 1'b1 : 1'b0;
  end
  else begin
    count0 = (Linear_transform_s0 >= modify_pass_score) ? 1'b1 : 1'b0;
    count1 = (Linear_transform_s1 >= modify_pass_score) ? 1'b1 : 1'b0;
    count2 = (Linear_transform_s2 >= modify_pass_score) ? 1'b1 : 1'b0;
    count3 = (Linear_transform_s3 >= modify_pass_score) ? 1'b1 : 1'b0;
    count4 = (Linear_transform_s4 >= modify_pass_score) ? 1'b1 : 1'b0;
    count5 = (Linear_transform_s5 >= modify_pass_score) ? 1'b1 : 1'b0;
    count6 = (Linear_transform_s6 >= modify_pass_score) ? 1'b1 : 1'b0;
  end
end
assign out = count0 + count1 + count2 + count3 + count4 + count5 + count6;
endmodule
module Comparator_8bit(
  in0,
  in1,
  out0,
  out1
);
input signed [7:0]in0;
input signed [7:0]in1;
output wire signed [7:0]out0;
output wire signed [7:0]out1;
assign out0 = (in0 < in1) ? in0 : in1;
assign out1 = (in0 < in1) ? in1 : in0;
endmodule
File: /design/flow/run.sh
#!/bin/bash
# OpenROAD 26Q1-2900-gdf79404cd8, Yosys 0.63+post, stock flow scripts
make -C /OpenROAD-flow-scripts/flow DESIGN_CONFIG=/design/flow/config.mk WORK_HOME=/design/flow/orfs finish
File: /design/flow/config.mk
export PLATFORM = sky130hd
export DESIGN_NAME = CC
export DESIGN_NICKNAME = CC
export VERILOG_FILES = /design/flow/design.v
export SDC_FILE = /design/flow/constraint.sdc
export NUM_CORES = 4
export LEC_CHECK = 1
export CORE_UTILIZATION = 40
File: /design/flow/constraint.sdc
current_design CC

set clk_period 37.8
set clk_io_pct 0.2

create_clock -name clk0 -period $clk_period

set non_clock_inputs [all_inputs -no_clocks]
set_input_delay [expr $clk_period * $clk_io_pct] -clock clk0 $non_clock_inputs
set_output_delay [expr $clk_period * $clk_io_pct] -clock clk0 [all_outputs]
==> results.tsv <==
stage	metric	value	unit
worst_hold_path	worstHoldPathCells	5	
routing	drtIter0Drc	1000	
setup_path	critPathRequiredTime	30240	ps
outcome	status	complete, no violations	
finish	seq_cells	0	
setup_path	critical_path.max_fanout	18	
setup_path	critPathMaxStageDelay	820	ps
clocking	cts_setup_buffers	0	
timing	max_freq	29.74	MHz
clocking	ctsResizeCount	0	
yosys	synth.avg_cell_area	7.110	um2
finish	postLayoutCoreUtil	0.4375	
place	dp_hpwl	43390	um
die	fp.dieW	217.6	um
yosys	ys_types	91	
setup_path	cpMostUsedCell	ha_1	
timing	finalCritPeriodShare	0.8894	
timing	slew_violations	0	
yosys	yosysSeqAreaShare	0	
finish	area_growth	7.234	%
yosys	ys_warn_count	1	
routing	num_vias	17740	
place	post-place-cells	3245	
timing	relSlewSlack	0.3921	
die	core-area	0.04558	mm2
yosys	syn_area	0.01859	mm2
finish	mostFrequentLayoutCell	ha_1	
die	fp.dieH	217.6	um
place	io_buffers	60	
timing	worst_slew_pin_slew	899.2	ps
die	fp_util	0.4080	
timing	fin_tns_setup	0	ps
finish	final_cells	3246	
timing	setup_violations	0	
yosys	yosys-stat-cells	2615	
routing	postRouteWirelength	52460	um
timing	rsz0062_at_grt	false	
yosys	yosys_area	0.01859	mm2
global_routing	grt_pass1_wl	85010	um
global_routing	antenna_found_initial	4	
routing	first_pass_iters	5	
timing	final_hold_viol_count	0	
clocking	holdBufCountCts	0	
global_routing	grt-ovfl-total	0	
global_routing	grt_usage	0.2270	
setup_path	critPathLaunchType	primary input	
run	maxCapViolations	0	
finish	design_area	0.01994	mm2
finish	drive_gt1_frac	0.04423	
worst_hold_path	hp-class	primary input to output port	
place	post_dp_cell_area	0.01994	mm2
finish	fill_cells	4525	
finish	flop_area	0	um2
timing	min_period	33620	ps
setup_path	critPathBufInv	8	
finish	num-clock-buffers	0	
setup_path	endpoint_kind	output port	
place	gp_congestion	0.9422	
timing	hold_slack	16730	ps
global_routing	grt_max_degree	54	
global_routing	grt_pass1_vias	16260	
setup_path	arrival	26060	ps
routing	avgRoutedWirePerCell	16.16	um
routing	drc_errors	0	
setup_path	cp_top_family	AND-OR/OR-AND gates	
setup_path	critPathSlowestCell	clkdlybuf4s50_1	
worst_hold_path	min-delay-start	opt[2]	
routing	via_per_inst	5.465	
run	warnings	57	
setup_path	crit_type	primary input to output port	
finish	lay_top_cells	386 x ha_1, 323 x inv_1, 234 x nand2_1, 223 x nor2_1, 205 x a21oi_1	
die	io_pins	60	
die	rows	78	
finish	logic_area	0.01710	mm2
worst_hold_path	hold_end	out[0]	
yosys	synthCells	2615	
routing	ant_nets	0	
die	fp.dieArea	0.04735	mm2
-- worst min-delay path, cell delays in order --
cell and delay, ps:
clkdlybuf4s50_1 400, buf_4 220, a21oi_1 270, fa_1 240, clkdlybuf4s50_1 460
-- final cells by class --
type	instances	share of cell area
Multi-Input combinational cell	2220	0.8575
Inverter	331	0.06232
Timing Repair Buffer	94	0.04242
Tap cell	600	0.03765
Antenna cell	1	0.0001255
-- logic make-up (layout without fill, tap and decap cells) --
logic type,after synthesis,after routing,share of synthesized area
and+or+nand+nor,781,781,0.2012
AOI/OAI and AO/OA,684,684,0.2355
adders and majority gates,456,456,0.3330
buffers and inverters,408,425,0.08365
xor gates and xnor gates,153,153,0.07281
muxes,132,132,0.07355
other,1,15,0.0002017
-- layer usage --
layer  vias up  track usage  wire, um
li1       9253            -         -
met1      8127       0.3335     25700
met2       327       0.3715     23790
met3        30      0.02707      2524
met4         4      0.01761       413
met5         -            0        31
-- stage by stage --
stage	worst slack [ps]
2_1_floorplan	6268
3_3_place_gp	4662
3_5_place_dp	4371
4_1_cts	4276
5_1_grt	2147
6_report	4180
-- Yosys cell counts, types with 17 or more instances --
cell type / n / area (um2)
xnor2_1: 125 / 1095
o21ai_0: 168 / 840.8
o31ai_1: 30 / 225.2
inv_1: 323 / 1212
nand2b_1: 49 / 306.5
ha_1: 386 / 4830
a21oi_1: 205 / 1026
xor2_1: 27 / 236.5
nand4_1: 24 / 150.1
nand3_1: 42 / 210.2
fa_1: 66 / 1321
nand2_1: 234 / 878.3
nor3_1: 41 / 205.2
a31oi_1: 26 / 162.7
clkbuf_1: 61 / 229.0
nor2_1: 224 / 840.8
mux2_2: 29 / 326.6
and2_1: 37 / 231.5
o21a_1: 34 / 255.2
or3_1: 17 / 106.4
mux2i_1: 101 / 1011
a211oi_1: 21 / 157.7
a21o_1: 54 / 405.4
nor2b_1: 37 / 231.5
-- how the worst max path moves through the flow --
stage / endpoint / startpoint / cells after the start
CTS: s_id3[2] / in_s0[3] / 74
global route: s_id3[1] / in_s2[3] / 76
finish: s_id3[2] / in_s2[3] / 74
