File: ./design.v
package usertype;
typedef enum logic [3:0] { 
	No_action	= 4'd0,
	Buy			= 4'd1,
	Check		= 4'd2,
	Deposit		= 4'd4, 
	Return		= 4'd8 
}	Action ;
typedef enum logic [3:0] { 
	No_Err			= 4'b0000,  
	INV_Not_Enough	= 4'b0010,  
	Out_of_money	= 4'b0011,  
	INV_Full		= 4'b0100,  
	Wallet_is_Full	= 4'b1000,  
	Wrong_ID		= 4'b1001,  
	Wrong_Num		= 4'b1100,  
	Wrong_Item		= 4'b1010,  
	Wrong_act		= 4'b1111   
}	Error_Msg ;
typedef enum logic [1:0]	{ 
	Platinum	= 2'b00,
	Gold		= 2'b01,
	Silver		= 2'b10,
	Copper		= 2'b11
}	User_Level ;				
typedef enum logic [1:0] {
	No_item	= 2'd0,
	Large	= 2'd1,
	Medium	= 2'd2,
	Small	= 2'd3
}	Item_id ;
typedef logic [7:0] User_id;
typedef logic [5:0] Item_num;
typedef logic [15:0] Money;
typedef logic [11:0] EXP;
typedef logic [15:0] Item_num_ext;
typedef struct packed {
	Item_id		item_ID;
	Item_num	item_num;
	User_id		seller_ID;
}	Shopping_His;  
typedef struct packed {
	Item_num		large_num;
	Item_num		medium_num;
	Item_num		small_num;
	User_Level		level;
	EXP				exp;
}	Shop_Info;  
typedef struct packed {
	Money money; 
	Shopping_His shop_history;
}	User_Info;  
typedef union packed { 	
	Money			d_money;
	User_id	[1:0]	d_id;
	Action	[3:0]	d_act;
	Item_id	[7:0]	d_item;
	Item_num_ext	d_item_num;
} DATA;
endpackage
import usertype::*;  
module SUBWAY(
    clk,
    rst_n,
    in_valid,
    init,
    in0,
    in1,
    in2,
    in3,
    out_valid,
    out
);
input clk, rst_n;
input in_valid;
input [1:0] init;
input [1:0] in0, in1, in2, in3; 
output reg       out_valid;
output reg [1:0] out;
reg [1:0] input_delay;
reg in_valid_r;
reg delay_flag;
reg mode;
reg [1:0] in_register [0:3][0:4];
reg [1:0] calculate_register [0:3][0:3];
reg [1:0] row_index;
reg [1:0] next_row_index;
reg output_set_flag;
reg output_flag;
reg [1:0] result;
reg [1:0] output_reg [0:63];
reg [0:7] count ;
wire [0:0] row_able [0:3];
wire [1:0] out_index;
assign out_index = input_delay -1;
assign row_able[0] = (calculate_register[0][3]== 2'b00 ) ? 1:0 ;
assign row_able[1] = (calculate_register[1][3]== 2'b00 ) ? 1:0 ;
assign row_able[2] = (calculate_register[2][3]== 2'b00 ) ? 1:0 ;
assign row_able[3] = (calculate_register[3][3]== 2'b00 ) ? 1:0 ;
always@(posedge clk or negedge rst_n)begin
    if(!rst_n )         in_valid_r <= 1'b0;
	else if(in_valid)   in_valid_r <= 1'b1;
    else                in_valid_r <= 1'b0;     
end
always@(posedge clk or negedge rst_n)begin
    if(!rst_n )           input_delay <= 2'd0;
	else if(in_valid_r)   input_delay <= input_delay +1;
    else                  input_delay <= 2'd0;     
end
always@(posedge clk or negedge rst_n)begin
    if(!rst_n )                     delay_flag <= 1'b0;
	else if(input_delay == 3'd3)    delay_flag <= 1'b1;
    else                            delay_flag <= 1'b0;       
end
always@(posedge clk or negedge rst_n)begin
    if(!rst_n )                                 count <= 9'b0;
    else if(count == 8'd59 && !out_valid)       count <= 0;
	else if(output_set_flag )                   count <= count + 1;
    else                                        count <= 9'b0;      
end
integer i;
always@(posedge clk or negedge rst_n)begin
    if(!rst_n)begin
        for(i=0 ; i < 5 ; i=i+1) begin
            in_register[0][i] <= 'b0;
            in_register[1][i] <= 'b0;
            in_register[2][i] <= 'b0;
            in_register[3][i] <= 'b0;
        end
    end
	else if(in_valid) begin
        in_register[0][input_delay] <= in0;
        in_register[1][input_delay] <= in1;
        in_register[2][input_delay] <= in2;
        in_register[3][input_delay] <= in3;
        if(input_delay == 3'd3) begin
            in_register[0][4] <= in_register[0][0];
            in_register[1][4] <= in_register[1][0];
            in_register[2][4] <= in_register[2][0];
            in_register[3][4] <= in_register[3][0];
        end
        else begin
            in_register[0][4] <= in_register[0][4];
            in_register[1][4] <= in_register[1][4];
            in_register[2][4] <= in_register[2][4];
            in_register[3][4] <= in_register[3][4];
        end
    end
    else if(count == 8'd0) begin
        for(i=0 ; i < 5 ; i=i+1) begin
            in_register[0][i] <= 'b0;
            in_register[1][i] <= 'b0;
            in_register[2][i] <= 'b0;
            in_register[3][i] <= 'b0;
        end
    end
    else begin
        for(i=0 ; i < 5 ; i=i+1) begin
            in_register[0][i] <= in_register[0][i];
            in_register[1][i] <= in_register[1][i];
            in_register[2][i] <= in_register[2][i];
            in_register[3][i] <= in_register[3][i];
        end
    end
end
integer j;
integer k;
always@(posedge clk or negedge rst_n)begin
    if(!rst_n )begin
        for(j=0 ; j < 4 ; j=j+1) begin
            calculate_register[0][j] <= 'b0;
            calculate_register[1][j] <= 'b0;
            calculate_register[2][j] <= 'b0;
            calculate_register[3][j] <= 'b0;
        end
    end
	else if(delay_flag) begin
        for(k=1 ; k < 4 ; k=k+1) begin
            calculate_register[0][k] <= in_register[0][k];
            calculate_register[1][k] <= in_register[1][k];
            calculate_register[2][k] <= in_register[2][k];
            calculate_register[3][k] <= in_register[3][k];
        end
        calculate_register[0][0] <= in_register[0][4];
        calculate_register[1][0] <= in_register[1][4];
        calculate_register[2][0] <= in_register[2][4];
        calculate_register[3][0] <= in_register[3][4];
    end
    else if(count == 8'd62) begin
        for(j=0 ; j < 4 ; j=j+1) begin
            calculate_register[0][j] <= 'b0;
            calculate_register[1][j] <= 'b0;
            calculate_register[2][j] <= 'b0;
            calculate_register[3][j] <= 'b0;
        end
    end
    else begin
        for(j=0 ; j < 4 ; j=j+1) begin
            calculate_register[0][j] <= calculate_register[0][j];
            calculate_register[1][j] <= calculate_register[1][j];
            calculate_register[2][j] <= calculate_register[2][j];
            calculate_register[3][j] <= calculate_register[3][j];
        end
    end
end
always@(posedge clk or negedge rst_n)begin
    if(!rst_n )             row_index   <= 2'b0;
	else if( init)          row_index   <= init;
    else if(count == 8'd63) row_index   <= 1'b0;
    else if( mode== 1'b1 && output_set_flag)   
    begin
        if(result == 2'b01) begin
            row_index <= row_index +1;
        end
        else if(result == 2'b10) begin
            row_index <= row_index -1;
        end
        else begin
            row_index <= row_index;
        end
    end 
    else    
    begin
        row_index  <= row_index;
    end
end
always@(posedge clk or negedge rst_n)begin
    if(!rst_n )                                 mode <= 1'b1;
	else if(delay_flag)                         mode <= ~mode;
    else                                        mode <= mode;       
end
reg [1:0] next_row_index_r;
always@(posedge clk or negedge rst_n)begin
    if(!rst_n )                                 next_row_index_r <= 1'b0;
	else                                        next_row_index_r <= next_row_index;  
end
always@(*)begin
    if( out_index == 1'b0 && mode==1'b1) begin
        if(row_able[row_index]) begin
            next_row_index = row_index;
        end
        else begin
            if(row_index == 2'b00) begin
                if(row_able[1])      next_row_index = 2'b01;
                else if(row_able[2]) next_row_index = 2'b10;
                else                 next_row_index = 2'b11;
            end
            else if(row_index == 2'b01) begin
                if(row_able[0])      next_row_index = 2'b00;
                else if(row_able[2]) next_row_index = 2'b10;
                else                 next_row_index = 2'b11;
            end
            else if(row_index == 2'b10) begin
                if(row_able[0])      next_row_index = 2'b00;
                else if(row_able[1]) next_row_index = 2'b01;
                else                 next_row_index = 2'b11;
            end
            else begin
                if(row_able[0])      next_row_index = 2'b00;
                else if(row_able[1]) next_row_index = 2'b01;
                else                 next_row_index = 2'b10;
            end
        end
    end
    else begin
        next_row_index = next_row_index_r;
    end
end
always@(*)begin
    if(output_set_flag == 1'b1 && count <= 8'd59)begin
        if (mode == 1'b0) begin
            if(calculate_register[row_index][out_index] == 2'b01) begin
                result = 2'b11;
            end
            else begin
                result = 2'b00;
            end
        end
        else begin
            if(next_row_index != row_index) begin
                if(row_index <  next_row_index) begin
                    if(out_index != 2'b01 ) begin
                        result = 2'b01;
                    end
                    else begin
                        if(calculate_register[row_index][1]==2'b01) begin
                            result = 2'b11;
                        end
                        else begin
                            result = 2'b00;
                        end
                    end
                end
                else begin
                    if(out_index != 2'b01  ) begin
                        result = 2'b10;
                    end
                    else begin
                        if(calculate_register[row_index][1]==2'b01) begin
                            result = 2'b11;
                        end
                        else begin
                            result = 2'b00;
                        end
                    end
                end
            end
            else begin
                if(calculate_register[row_index][out_index] == 2'b01) begin
                    result = 2'b11;
                end
                else begin
                    result = 2'b00;
                end
            end
        end
    end
    else begin
        result = 2'b00;
    end
end
always@(posedge clk or negedge rst_n)begin
    if(!rst_n )             output_set_flag <= 1'b0;
	else if(delay_flag && output_set_flag == 1'b0)
    begin
        output_set_flag  <= 1'b1;
    end
    else if(count == 8'd62) output_set_flag <= 1'b0;
    else                    output_set_flag   <= output_set_flag ;
end
integer l;
always@(posedge clk or negedge rst_n)begin
    if(!rst_n) begin
        for( l=0 ; l < 64 ; l=l+1 ) begin
            output_reg[l] <= 2'b00;
        end
    end
    else begin
        if(!out_valid) begin
            if(!output_set_flag) begin
                for( l=0 ; l < 64 ; l=l+1 ) begin
                    output_reg[l] <= 2'b00;
                end
            end
            else begin
                output_reg[count] <= result;
                if(count == 8'd59) begin
                    if(in_register[row_index][1] == 2'b01) begin
                        output_reg[61] <= 2'b11;
                    end
                    else begin
                        output_reg[61] <= 2'b00;
                    end
                end
                else begin
                    output_reg[61] <= output_reg[61];
                end
            end
        end
    end
end
always@(posedge clk or negedge rst_n)begin
    if(!rst_n )                                     out_valid <= 1'b0;
    else if(count == 8'd59 )                        out_valid <= 1'b1;
    else if(count < 8'd62 )                         out_valid <= out_valid;
	else                                            out_valid <= 1'b0;
end
always @(posedge clk or negedge rst_n )
begin
    if (!rst_n ) begin
        out <= 0;
    end
    else if(out_valid) begin 
        out <= output_reg[count+1];
    end
    else begin
        out <= 0;
    end
end
endmodule
File: ./run.sh
#!/bin/bash
# OpenROAD 26Q1-2900-gdf79404cd8, Yosys 0.63+post, stock flow scripts
make -C /OpenROAD-flow-scripts/flow DESIGN_CONFIG=/design/flow/config.mk WORK_HOME=/design/flow/orfs finish
File: ./config.mk
export PLATFORM = sky130hd
export DESIGN_NAME = SUBWAY
export DESIGN_NICKNAME = SUBWAY
export VERILOG_FILES = /design/flow/design.v
export SDC_FILE = /design/flow/constraint.sdc
export NUM_CORES = 4
export LEC_CHECK = 1
export CORE_UTILIZATION = 50
File: ./constraint.sdc
current_design SUBWAY

set clk_period 8.5
set clk_io_pct 0.2

create_clock -name clk0 -period $clk_period [get_ports {clk}]

set non_clock_inputs [all_inputs -no_clocks]
set_input_delay [expr $clk_period * $clk_io_pct] -clock clk0 $non_clock_inputs
set_output_delay [expr $clk_period * $clk_io_pct] -clock clk0 [all_outputs]
==> tab_implementation.tex <==
% Generated from flow reports
\begin{tabular}{lr}
\hline
Metric & Value \\
\hline
\multicolumn{2}{l}{\textbf{Yosys}} \\
\quad Biggest area consumer among synthesized cells & sky130\_fd\_sc\_hd\_\_dfrtp\_1 \\
\quad Top logic cell family in the synthesized netlist & AND-OR/OR-AND gates \\
\quad \# Cells Yosys & $\sim$1300 \\
\quad Post-synthesis sequential area ratio & 0.4301 \\
\quad Number of cells produced by synthesis & 1269 \\
\quad Top-area cell type share of the netlist area & 0.4280 \\
\quad Yosys stat area & 12800 µm² \\
\quad Post-synthesis cell area & 12800 µm² \\
\quad Area fraction in compound gates & 0.2188 \\
\quad Synth Area per Inst & just over 10 µm² \\
\quad Top cell types by occurrence after synthesis & sky130\_fd\_sc\_hd\_\_dfrtp\_1 (219), sky130\_fd\_sc\_hd\_\_mux2\_2 (143), sky130\_fd\_sc\_hd\_\_nand2\_1 (93) \\
\quad Flop and latch count out of synthesis & 220 \\
\quad Warnings from Yosys & 4 \\
\quad EDFF count, synth & 0 \\
\quad Fraction of registers with async set or reset after synthesis & 1.000 \\
\quad Fraction of synthesized area in multiplexers & 0.1398 \\
\quad Arithmetic-cell share of the synthesized area counting full adders, half adders and majority gates & 0.02052 \\
\quad Yosys xor share & 0.007427 \\
\quad Simple logic cell fraction of the synthesized area & 0.1293 \\
\quad Cell area leaders & sky130\_fd\_sc\_hd\_\_dfrtp\_1 (43\%), sky130\_fd\_sc\_hd\_\_mux2\_2 (13\%), sky130\_fd\_sc\_hd\_\_a22o\_1 (4.9\%) \\
\quad Cell with the most instances after synthesis & sky130\_fd\_sc\_hd\_\_dfrtp\_1 \\
\quad Dominant Register Cell & sky130\_fd\_sc\_hd\_\_dfrtp\_1 \\
\quad Cell Type Count & 86 \\
\multicolumn{2}{l}{\textbf{Worst setup path}} \\
\quad Setup slack of the worst register-to-register path & 4.10 ns \\
\quad Top fanout value on the critical path & about 62 \\
\quad Slowest stage cell on the critical path & sky130\_fd\_sc\_hd\_\_ha\_1 \\
\quad List of cells traversed by the critical path & inv\_1 > ha\_1 > or3\_1 > a21boi\_0 > o22ai\_1 > mux2\_2 > o21ai\_0 > ha\_1 > a21boi\_0 > o31ai\_1 > a21oi\_1 > nor3\_4 > buf\_4 > a311oi\_1 > nor2\_1 > a21oi\_1 \\
\quad Endpoint type of the worst setup path & flop \\
\quad Required @ worst endpoint & 8.95 ns \\
\quad Startpoint of the most critical register-to-register path & row\_index[0] \\
\quad Worst reg2reg path endpoint & row\_index[1] \\
\quad Crit Path Class & flop to flop \\
\quad Longest individual stage delay on the worst path & 0.67 ns \\
\quad Crit path DAT & 4.86 ns \\
\quad Critical path launch point type & flop \\
\quad Register-to-Register Path Depth & 16 \\
\multicolumn{2}{l}{\textbf{Floorplan}} \\
\quad Chip Area & 26250 µm² \\
\quad Count of boundary I/O pins & 16 \\
\quad Number of core rows & 58 \\
\quad Core area & 25180 µm² \\
\quad Die height & 162.0 µm \\
\quad Fp util & 0.5084 \\
\quad DIE WIDTH & 162.0 µm \\
\multicolumn{2}{l}{\textbf{Timing}} \\
\quad Slew of the pin with the lowest slew margin & roughly 1.0 ns \\
\quad Post-route clock skew & between 0.01 and 0.015 ns \\
\quad Total setup violations reported at the end of the flow & 0 \\
\quad Ratio of final minimum period to clock period & 0.5182 \\
\quad Setup TNS Final & 0 ns \\
\quad Relative slew margins & 0.3176 \\
\quad Total count of max-transition violations in the final report & 0 \\
\quad Unrepaired setup endpoints after global routing & no \\
\quad Max Fclk & 0.2270 GHz \\
\quad Tightest hold margin & approximately 0.48 ns \\
\quad Min Tclk post-route & 4.405 ns \\
\quad Count of final hold-check violations & 0 \\
\multicolumn{2}{l}{\textbf{Place}} \\
\quad Post-DP HPWL & between 20000 and 30000 µm \\
\quad \# placed instances & 1539 \\
\quad Final GP Congestion & $\sim$0.97 \\
\quad Input/output buffers & 15 \\
\multicolumn{2}{l}{\textbf{Worst hold path}} \\
\quad End point of the most critical hold path & in\_register[4][0] \\
\quad Worst hold path class & flop to flop \\
\quad Hold Path Origin & in\_register[0][0] \\
\quad Hold path depth & 2 \\
\multicolumn{2}{l}{\textbf{Layout}} \\
\quad Area added between synthesis and finish & 8.424\% \\
\quad Layout cells sized above 1 & 0.1934 \\
\quad Final design utilization & 0.5513 \\
\quad Post-Layout Cell Count & approximately 1600 \\
\quad Number of flip-flops under the largest register name & between 100 and 150 \\
\quad Total area of sequential cells & 5507 µm² \\
\quad Layout fillers & about 2100 \\
\quad Area of combinational cells with multiple inputs & $\sim$6600 µm² \\
\multicolumn{2}{l}{\textbf{Clock tree}} \\
\quad Worst-Skew Late Latency & 0.53 ns \\
\quad Number of H-tree levels & 1 \\
\quad Number of buffers inserted by hold repair at cts & 0 \\
\quad Number of sinks driven by the clock tree & 220 \\
\quad Setup Buffers After CTS & 0 \\
\quad TritonCTS clock tree & yes \\
\quad Clock slew seen by the registers of the worst setup and hold paths & 0.06 ns \\
\quad Number of buffers inserted during clock tree synthesis & 25 \\
\quad Clock root buffer & sky130\_fd\_sc\_hd\_\_clkbuf\_16 \\
\quad Post\_cts resized & 0 \\
\quad Clock buffer depth & 3 \\
\multicolumn{2}{l}{\textbf{Route}} \\
\quad Post-detailed-route wirelength per cell & 25.68 µm \\
\quad Top routing layer in use & met4 \\
\quad Total Wirelength & 40600 µm \\
\quad DRT met1 WL & 18960 µm \\
\quad Diodes inserted & 0 \\
\quad Overall via count from detail\_route & 10480 \\
\quad Average via count per standard cell & 6.626 \\
\quad Met3 WL post-DR & 5152 µm \\
\quad Number of DRC violations after detailed routing & 0 \\
\quad DRC violation total after the first TritonRoute iteration & 1279 \\
\quad Met2 layer wire length in the routed design & 15670 µm \\
\quad Count of nets left with antenna violations after detail routing & 0 \\
\quad Number of detailed-routing iterations run before antenna repair & 5 \\
\multicolumn{2}{l}{\textbf{Power}} \\
\quad Leakage power figure & 5.940 nW \\
\quad Power consumption & approximately 5.4 mW \\
\quad Power per cell area & $\sim$390 nW/µm² \\
\quad Worst-case vdd ir drop & 0.0004614 V \\
\multicolumn{2}{l}{\textbf{Global route}} \\
\quad Number of antenna violations at the first check in global routing & 0 \\
\quad Pin count of the biggest net entering global routing & 69 \\
\quad GR Util All Layers & 0.3334 \\
\quad Overflow after GRT & 0 \\
\quad Wire length of the first global-routing pass & 63270 µm \\
\quad Number of global-route vias before repair & 10100 \\
\multicolumn{2}{l}{\textbf{Job}} \\
\quad Max capacitance violation total & 0 \\
\quad Count of warning messages emitted by the tools & 41 \\
\multicolumn{2}{l}{\textbf{Outcome}} \\
\quad Status & completed \\
\hline
\end{tabular}
==> stage by stage <==
step / cell area (µm²) / setup slack, ns
3_5_place_dp: 13080 / 4.230
6_report: 13880 / 4.095
4_1_cts: 13880 / 4.142
5_1_grt: 13880 / 3.703
2_1_floorplan: 12800 / 4.833
3_3_place_gp: 13080 / 4.278
==> cell families (layout without fill, tap and decap cells) <==
logic type,Yosys count,after routing
AND/OR/NAND/NOR,327,327
flip-flops,220,220
AND-OR/OR-AND,385,385
XOR/XNOR,10,10
multiplexers,161,161
adder cells (fa/ha/maj),21,21
buffers and inverters,145,127
==> power by group <==
| part | internal [mW] | switching, mW | leakage, nW |
|---|---|---|---|
| Combinational | 0.929 | 1.56 | 2.69 |
| Clock | 0.649 | 0.421 | 0.396 |
| Sequential | 1.44 | 0.356 | 2.85 |
| Total | 3.02 | 2.34 | 5.94 |
==> worst max-delay path, delay by kind of cell, from the launching register on <==
| kind | cells | cell delay (ns) |
|---|---|---|
| compound gates | 8 | 1.80 |
| fa+ha+maj | 2 | 0.96 |
| buf+inv | 2 | 0.52 |
| flops | 1 | 0.41 |
| mux | 1 | 0.28 |
| simple gates | 3 | 0.36 |
==> cell usage in the layout, fill, tap and decap left out, drive strengths merged, types with 19 or more instances in the layout <==
master / synthesis / routed
o21ai: 86 / 86
clkbuf: 63 / 38
mux2: 143 / 143
nand2: 93 / 93
nor2: 48 / 48
a21oi: 62 / 62
nand3: 76 / 76
dfrtp: 219 / 219
and2: 19 / 19
a22o: 71 / 71
ha: 21 / 21
inv: 38 / 38
a31oi: 19 / 19
a22oi: 29 / 29
buf: 44 / 33
==> metal layers <==
| layer | track usage | vias up |
|---|---|---|
| met5 | 0 | - |
| met4 | 0.05832 | 0 |
| met3 | 0.1388 | 62 |
| met2 | 0.4089 | 533 |
| met1 | 0.5662 | 5187 |
| li1 | - | 4693 |
==> how the worst max path moves through the flow <==
| stage | end | depth (start not counted) | slack, ns | from |
|---|---|---|---|---|
| 4_1_cts | row_index[1] | 16 | 4.14 | row_index[0] |
| 5_1_grt | row_index[1] | 16 | 3.70 | row_index[0] |
| 6_report | row_index[1] | 16 | 4.10 | row_index[0] |
==> final cells by class <==
type                       instances  share of cell area
clock buffer                      38             0.05291
clock inverter                     4            0.005047
timing repair buffer              47             0.02848
tap                              330             0.02974
inverter                          38             0.01027
multi-input combinational        904              0.4769
sequential                       220              0.3967
No activity file was given, so power comes from the tool's default toggle rates.
