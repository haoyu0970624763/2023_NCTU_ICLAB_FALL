## design/flow/config.mk

```make
export PLATFORM = sky130hd
export DESIGN_NAME = QUEEN
export DESIGN_NICKNAME = QUEEN
export VERILOG_FILES = /design/flow/design.v
export SDC_FILE = /design/flow/constraint.sdc
export NUM_CORES = 4
export LEC_CHECK = 1
export CORE_UTILIZATION = 30
```

## design/flow/constraint.sdc

```tcl
current_design QUEEN

set clk_period 12.6
set clk_io_pct 0.2

create_clock -name clk0 -period $clk_period [get_ports {clk}]

set non_clock_inputs [all_inputs -no_clocks]
set_input_delay [expr $clk_period * $clk_io_pct] -clock clk0 $non_clock_inputs
set_output_delay [expr $clk_period * $clk_io_pct] -clock clk0 [all_outputs]
```

## design/flow/design.v

```verilog
package usertype;
typedef enum logic [3:0] { 
	No_action	= 4'd0,
	Buy			= 4'd1,
	Check		= 4'd2,
	Deposit		= 4'd4, 
	Return		= 4'd8 
}	Action ;
typedef enum logic [3:0] { 
	No_Err			= 4'b0000,  
	INV_Not_Enough	= 4'b0010,  
	Out_of_money	= 4'b0011,  
	INV_Full		= 4'b0100,  
	Wallet_is_Full	= 4'b1000,  
	Wrong_ID		= 4'b1001,  
	Wrong_Num		= 4'b1100,  
	Wrong_Item		= 4'b1010,  
	Wrong_act		= 4'b1111   
}	Error_Msg ;
typedef enum logic [1:0]	{ 
	Platinum	= 2'b00,
	Gold		= 2'b01,
	Silver		= 2'b10,
	Copper		= 2'b11
}	User_Level ;				
typedef enum logic [1:0] {
	No_item	= 2'd0,
	Large	= 2'd1,
	Medium	= 2'd2,
	Small	= 2'd3
}	Item_id ;
typedef logic [7:0] User_id;
typedef logic [5:0] Item_num;
typedef logic [15:0] Money;
typedef logic [11:0] EXP;
typedef logic [15:0] Item_num_ext;
typedef struct packed {
	Item_id		item_ID;
	Item_num	item_num;
	User_id		seller_ID;
}	Shopping_His;  
typedef struct packed {
	Item_num		large_num;
	Item_num		medium_num;
	Item_num		small_num;
	User_Level		level;
	EXP				exp;
}	Shop_Info;  
typedef struct packed {
	Money money; 
	Shopping_His shop_history;
}	User_Info;  
typedef union packed { 	
	Money			d_money;
	User_id	[1:0]	d_id;
	Action	[3:0]	d_act;
	Item_id	[7:0]	d_item;
	Item_num_ext	d_item_num;
} DATA;
endpackage
import usertype::*;  
module QUEEN(
    clk,
    rst_n,
    in_valid,
    col,
    row,
    in_valid_num,
    in_num,
    out_valid,
    out
);
input               clk, rst_n, in_valid,in_valid_num;
input       [3:0]   col,row;
input       [2:0]   in_num;
output reg          out_valid;
output reg  [3:0]   out;
reg [3:0] current_state;
reg [3:0] next_state;
reg [3:0] in_num_r;
reg signed[4:0] row_r [11:0];
reg signed[4:0] col_r [11:0];
reg [11:0] bitmap [11:0];
reg [3:0] write_queen_num;
reg [3:0] wrong_queen_num;
reg [3:0] output_counter;
parameter before_input = 4'h0;
parameter read_input = 4'h1;
parameter search = 4'h2;
parameter wrong_occur = 4'h3;
parameter reload = 4'h4;
parameter update_wrong_dot = 4'h5;
parameter check = 4'h6;
parameter wrong_occur_2 = 4'h7;
parameter answer = 4'h8;
parameter wait_next_input = 4'h9;
wire [0:0] count [11:0];
wire [3:0] count_result;
wire [0:0] row_index [11:0];
wire [11:0] row_index_vector;
wire [3:0] col_pos;
wire [3:0] row_pos;
wire [3:0] insertable_line;
assign count[0] = (bitmap[0] == 12'hfff) ? 1'b0: 1'b1; 
assign count[1] = (bitmap[1] == 12'hfff) ? 1'b0: 1'b1;
assign count[2] = (bitmap[2] == 12'hfff) ? 1'b0: 1'b1;
assign count[3] = (bitmap[3] == 12'hfff) ? 1'b0: 1'b1;
assign count[4] = (bitmap[4] == 12'hfff) ? 1'b0: 1'b1;
assign count[5] = (bitmap[5] == 12'hfff) ? 1'b0: 1'b1;
assign count[6] = (bitmap[6] == 12'hfff) ? 1'b0: 1'b1;
assign count[7] = (bitmap[7] == 12'hfff) ? 1'b0: 1'b1;
assign count[8] = (bitmap[8] == 12'hfff) ? 1'b0: 1'b1;
assign count[9] = (bitmap[9] == 12'hfff) ? 1'b0: 1'b1;
assign count[10] = (bitmap[10] == 12'hfff) ? 1'b0: 1'b1;
assign count[11] = (bitmap[11] == 12'hfff) ? 1'b0: 1'b1;
assign count_result = count[0]+count[1]+count[2]+count[3]+count[4]+count[5]+count[6]+count[7]+count[8]+count[9]+count[10]+count[11];
assign col_pos = count[0] ? 4'h0 : (count[1] ? 4'h1 : (count[2] ? 4'h2 : (count[3] ? 4'h3 : (count[4] ? 4'h4 : (count[5] ? 4'h5 : (count[6] ? 4'h6 : (count[7] ? 4'h7 : (count[8] ? 4'h8 : (count[9] ? 4'h9 : (count[10] ? 4'ha : (count[11] ? 4'hb : 4'hc)))))))))));
assign insertable_line = 12'hc - count_result ;
assign row_index_vector = (~(bitmap[col_pos]))^((~(bitmap[col_pos])) & ((~(bitmap[col_pos]))-1));
assign row_index[0] = (row_index_vector == 12'h001) ? 1'b1: 1'b0; 
assign row_index[1] = (row_index_vector == 12'h002) ? 1'b1: 1'b0; 
assign row_index[2] = (row_index_vector == 12'h004) ? 1'b1: 1'b0; 
assign row_index[3] = (row_index_vector == 12'h008) ? 1'b1: 1'b0; 
assign row_index[4] = (row_index_vector == 12'h010) ? 1'b1: 1'b0; 
assign row_index[5] = (row_index_vector == 12'h020) ? 1'b1: 1'b0; 
assign row_index[6] = (row_index_vector == 12'h040) ? 1'b1: 1'b0; 
assign row_index[7] = (row_index_vector == 12'h080) ? 1'b1: 1'b0; 
assign row_index[8] = (row_index_vector == 12'h100) ? 1'b1: 1'b0; 
assign row_index[9] = (row_index_vector == 12'h200) ? 1'b1: 1'b0; 
assign row_index[10] = (row_index_vector == 12'h400) ? 1'b1: 1'b0; 
assign row_index[11] = (row_index_vector == 12'h800) ? 1'b1: 1'b0; 
assign row_pos = row_index[0] ? 4'h0 : (row_index[1] ? 4'h1 : (row_index[2] ? 4'h2 : (row_index[3] ? 4'h3 : (row_index[4] ? 4'h4 : (row_index[5] ? 4'h5 : (row_index[6] ? 4'h6 : (row_index[7] ? 4'h7 : (row_index[8] ? 4'h8 : (row_index[9] ? 4'h9 : (row_index[10] ? 4'ha : (row_index[11] ? 4'hb : 4'hc)))))))))));
always@(posedge clk or negedge rst_n)begin
    if(!rst_n)  current_state <= before_input;
    else        current_state <= next_state;
end
always@(*)begin
	case( current_state )
		before_input: begin
			if( in_valid_num )  next_state = read_input;
			else                next_state = current_state;
		end                                   
		read_input: begin                 
            if(write_queen_num == in_num_r)     next_state = search;
            else                                next_state = current_state;            
		end       
        search: begin                 
            if(write_queen_num == insertable_line && write_queen_num != 4'hb) begin
                next_state = current_state;
            end
            else if(write_queen_num == insertable_line && write_queen_num == 4'hb)begin
                next_state = answer ;
            end
            else begin
                next_state = wrong_occur;
            end
		end 
        wrong_occur: begin
            next_state = reload;
        end    
        reload: begin
            if(write_queen_num+1 != wrong_queen_num) next_state = current_state;
            else                                     next_state = update_wrong_dot;
        end 
        update_wrong_dot: begin
            next_state = check;
        end      
        check : begin
            if(write_queen_num == insertable_line) next_state = search;
            else                                   next_state = wrong_occur_2;
        end
        wrong_occur_2:begin
            next_state = reload;
        end
        answer : begin
            if(output_counter < 11)                 next_state = current_state;
            else                                    next_state = wait_next_input;
        end
        wait_next_input : begin
            if(in_valid_num)    next_state = read_input;
            else                next_state = current_state;
        end
        default : begin
            next_state = before_input;       
        end                  
	endcase 
end
always@(posedge clk or negedge rst_n)begin
    if(!rst_n)                  in_num_r <= 4'h0;
    else begin
        if(in_valid_num)        in_num_r <= in_num;
        else                    in_num_r <= in_num_r;
    end
end
integer i , j , k;
always @(posedge clk or negedge rst_n)
begin
    if(!rst_n ) begin
        for(i=0 ; i < 12 ; i=i+1) begin
            row_r[i] <= -5'd1;
        end
    end
    else begin
        if(in_valid_num || (write_queen_num < in_num_r  && current_state != reload))begin
            row_r[write_queen_num] <= row;
        end     
        else if(current_state == search) begin
            row_r[write_queen_num] <= row_pos;
        end
        else if(current_state == wrong_occur) begin
            row_r[write_queen_num-1] <= -5'd1;
        end
        else if(current_state == wrong_occur_2) begin
            row_r[write_queen_num] <= -5'd1;
        end
        else if(current_state == wait_next_input) begin
            for(i=0 ; i < 12 ; i=i+1) begin
                row_r[i] <= -5'd1;
            end
        end
        else begin
            for(i=0 ; i < 12 ; i=i+1) begin
                row_r[i] <= row_r[i];
            end
        end
    end                  
end
always @(posedge clk or negedge rst_n)
begin
    if(!rst_n ) begin
        for(j=0 ; j < 12 ; j=j+1) begin
            col_r[j] <= -5'd1;
        end
    end
    else begin
        if(in_valid_num || ((write_queen_num < in_num_r) && (current_state != reload) ) ) begin
            col_r[write_queen_num] <= col;
        end  
        else if(current_state == search) begin
            col_r[write_queen_num] <= col_pos;
        end
        else if(current_state == wrong_occur) begin
            col_r[write_queen_num-1] <= -5'd1;
        end
        else if(current_state == wrong_occur_2) begin
            col_r[write_queen_num] <= -5'd1;
        end
        else if(current_state ==wait_next_input) begin
            for(j=0 ; j < 12 ; j=j+1) begin
                col_r[j] <= -5'd1;
            end
        end
        else begin 
            for(j=0 ; j < 12 ; j=j+1) begin
                col_r[j] <= col_r[j];
            end
        end
    end                       
end
wire [4:0]  column ;
wire [11:0] row_vector_input;
wire [11:0] update_vector; 
assign      row_vector_input = (current_state ==reload) ? (12'b000000000001 << row_r[write_queen_num]):(12'b000000000001 << row) ;
assign      column  =(current_state ==reload) ? col_r[write_queen_num]:col;
assign      update_vector =  (12'b000000000001 << row_r[write_queen_num]) | ((12'b000000000001 << row_r[write_queen_num])-1);
always @(posedge clk or negedge rst_n)
begin
    if(!rst_n) begin
        for(k=0 ; k < 12 ; k=k+1) begin
            bitmap[k] <= 12'h000;
        end
    end
    else begin
        if(in_valid_num || (write_queen_num < in_num_r && current_state!=wait_next_input) || current_state == reload) begin
            for(k=0 ; k < 12 ; k=k+1) begin
                if(k == column) begin
                    bitmap[k] <= 12'hfff;
                end
                else if( k > column) begin
                    bitmap[k] <= ((row_vector_input << (k-column)) | (row_vector_input >> ( k- column)) | row_vector_input) | bitmap[k];
                end
                else begin
                    bitmap[k] <= ((row_vector_input << (column-k)) | (row_vector_input >> ( column-k )) | row_vector_input) | bitmap[k];
                end
            end
        end
        else if (current_state == search) begin
            for(k=0 ; k < 12 ; k=k+1) begin
                if(k == col_pos) begin
                    bitmap[k] <= 12'hfff;
                end
                else if( k > col_pos) begin
                    bitmap[k] <= ((row_index_vector  << (k-col_pos)) | (row_index_vector  >> ( k- col_pos)) | row_index_vector ) | bitmap[k];
                end
                else begin
                    bitmap[k] <= ((row_index_vector  << (col_pos-k)) | (row_index_vector  >> ( col_pos-k )) | row_index_vector ) | bitmap[k];
                end
            end
        end
        else if (current_state == wrong_occur || current_state == wrong_occur_2) begin
            for(k=0 ; k < 12 ; k=k+1) begin
                bitmap[k] <= 12'h000;
            end
        end
        else if(current_state == update_wrong_dot) begin
            bitmap[col_pos] <= bitmap[col_pos] | update_vector;
        end
        else if(current_state == wait_next_input)begin
            for(k=0 ; k < 12 ; k=k+1) begin
                bitmap[k] <= 12'h000;
            end
        end
        else begin
            for(k=0 ; k < 12 ; k=k+1) begin
                bitmap[k] <= bitmap[k];
            end
        end   
    end                       
end
always @(posedge clk or negedge rst_n)
begin
    if(!rst_n) begin
        write_queen_num <= 4'h0 ;  
    end
    else begin
        if(in_valid_num || ((write_queen_num < in_num_r) && (current_state!=wait_next_input) )|| current_state == search  || current_state == reload   )begin
            write_queen_num <= write_queen_num +1;
        end
        else if(current_state == wrong_occur || current_state == wrong_occur_2)begin
            write_queen_num <= 0; 
        end
        else if(current_state == answer) begin
            write_queen_num <= 4'hd;
        end
        else if(current_state == wait_next_input) begin
            write_queen_num <= 4'h0 ;  
        end
        else begin
            write_queen_num <= write_queen_num; 
        end
    end 
end
always @(posedge clk or negedge rst_n)
begin
    if(!rst_n ) begin
        wrong_queen_num <= 4'hf ;  
    end
    else begin
        if(current_state == wrong_occur)        wrong_queen_num <= write_queen_num -2;
        else if(current_state == wrong_occur_2) wrong_queen_num <= write_queen_num-1;
        else if(current_state == wait_next_input) begin
            wrong_queen_num <= 4'hf ;  
        end
        else begin
            wrong_queen_num <= wrong_queen_num; 
        end
    end 
end
always@(posedge clk or negedge rst_n)begin
    if(!rst_n )                         output_counter <= 4'h0;
    else if(current_state == answer)    output_counter <= output_counter+1;
	else                                output_counter <= 4'h0;
end
always@(posedge clk or negedge rst_n)begin
    if(!rst_n )                                                     out_valid <= 4'h0;
    else if(current_state == answer)                                out_valid <= 4'h1;
	else if((current_state == answer) && (output_counter == 11))    out_valid <= 4'h0;
	else                                                            out_valid <= 4'h0;
end
integer l;
always @(posedge clk or negedge rst_n )
begin
    if (!rst_n ) begin
        out <= 0;
    end
    else if(current_state == answer) begin
        for(l=0 ; l < 12 ; l=l+1) begin
            if(col_r[l]==output_counter) begin
                out <= row_r[l];
            end
        end
    end
    else begin 
        out <= 0;
    end
end
endmodule 
```

## design/flow/run.sh

```bash
#!/bin/bash
# OpenROAD 26Q1-2900-gdf79404cd8, Yosys 0.63+post, stock flow scripts
make -C /OpenROAD-flow-scripts/flow DESIGN_CONFIG=/design/flow/config.mk WORK_HOME=/design/flow/orfs finish
```

==> job_summary.md <==
## Implementation flow summary

| Metric | Value |
|---|---|
| Result of the run | finished with violations |
| Violated checks | capacitance limit, slew limit |
| Core utilization at floorplan | 30.4% |
| Area of the synthesized netlist per yosys stat | 0.0366 mm2 |
| Fmax achieved | 0.0862 GHz |
| Dominant comb cell | AND-OR/OR-AND gates |
| Highest Signal Layer | met5 |
| Area of the placeable core | 0.120 mm2 |
| Crit share post-route | 92.1% |
| # DRC | 0 |
| Number of DRC markers after the initial detailed-route iteration | 7638 |
| Simple-Gate Fraction of Synth Area | 26.6% |
| Crit path time final | 11610 ps |
| Vias in the first global route | 45871 |
| Total negative slack | 0 ps |
| Final cell count without fillers | 6987 |
| Worst hold margin | 482 ps |
| Signed area change from the synthesized netlist to the final layout | 16.9% |
| Combined area of all synthesized cells | 0.0366 mm2 |
| Clock buffers created by TritonCTS | 42 |
| Total Routing Usage GR | 56.3% |
| Clock sink total | 282 |
| Tool warnings | 61 |
| Total gr overflow | 0 |
| Worst Setup End Kind | register |
| Top cell area share | 11.6% |
| Final Hold Violation Tally | 0 |
| Height of the die | 351 um |
| Synth warnings | 4 |
| Number of enable flip-flop cells | 0 |
| Width of the chip | 351 um |
| Worst EP arrival | 12100 ps |
| Ports | 20 |
| DP Wirelength | 263000 um |
| Endpoints failing setup | 0 |
| Placer congestion estimate | 1.18 |
| Vias per std cell | 7.37 |
| Post-placement cell area | 0.0412 mm2 |
| Class of the worst hold path | register to register |
| Cell mode on critical path | sky130_fd_sc_hd__buf_4 |
| Number of pins exceeding their max-slew limit in the final report | 2 |
| Hold-fix buffers at CTS | 0 |
| Sequential-to-total area share from yosys stat | 19.7% |
| Area fraction in mux cells | 7.26% |
| Worst max-slew margin expressed relative to the limit | -11.8% |
| Die ar. | 0.123 mm2 |
| Main area contributors after synthesis | sky130_fd_sc_hd__dfrtp_1 12%, sky130_fd_sc_hd__dfstp_2 8.1%, sky130_fd_sc_hd__nand2_1 6.1% |
| Worst Setup Start Kind | register |
| Clock tree from TritonCTS | done |
| Slew @ Worst Pin | 1660 ps |
| Synthesized-area fraction occupied by adder cells | 2.42% |
| Worst clock skew | 105 ps |
| Detailed Route WL | 345000 um |
| H-tree depth | 2 |
| Root buffer selected by CTS | sky130_fd_sc_hd__clkbuf_16 |
| Post-CTS setup repair buffer count | 0 |
| Met3 routed WL | 54100 um |
| Synthesized-area fraction occupied by ao, oa, aoi and oai cells | 36.1% |
| Most frequently used flop master after synthesis | sky130_fd_sc_hd__dfrtp_1 |
| Wire length per cell | 49.4 um |
| Number of antenna violations at the first check in global routing | 64 |
| Crit path DRT | 13100 ps |
| Max-cap violations | 1 |
| Wire length of the first global-routing pass | 447000 um |
| Cell type with the largest total area after synthesis | sky130_fd_sc_hd__dfrtp_1 |
| Number of search-and-repair iterations in the first detailed-routing pass | 9 |
| Count of placed standard cells including taps | 6857 |
| Clk pin slew, worst setup/hold paths | 70 ps |
| Unique cell types | 110 |
| Util after Layout | 35.5% |
| Delay of the slowest critical-path stage | 870 ps |
| Cell row count | 127 |
| Worst slack at placement | 1930 ps |
| Routed Antenna Nets | 0 |
| Class of the most critical setup path | register to register |
| Post-synthesis cell count from yosys | 5144 |
| Share of async-settable or async-resettable flops after synthesis | 100% |
| CP Max Fanout | 18 |
| IO Port Bufs | 18 |
| Clock buffer depth | 3 |
| Vias after detailed routing | 51506 |
| Count of mapped cells out of synthesis | 5144 |
| Worst setup margin | 993 ps |
| Met1 wire length | 126000 um |
| Xor-xnor portion of the synthesized cell area | 2.37% |
| Library cell contributing the largest single delay on the critical path | sky130_fd_sc_hd__or3_1 |
| Unrepaired setup endpoints after global routing | false |
| Share of cells above drive strength 1 | 16.8% |
| Total non-filler cell area in the finished layout | 0.0427 mm2 |
| Met2 routed wirelength | 129000 um |
| Flip-flop and latch count after synthesis | 282 |
| Insertion delay to the later sink of the worst-skew pair | 710 ps |
| Mean instance size in the synthesized netlist | 7.11 um2 |
| Post-cts repair resize count | 0 |
| Pin count of the biggest net entering global routing | 81 |
cell type report:
type                       instances  area, um2
inverter                         128        480
clock buffer                      62       1250
tap                             1612       2020
clock inverter                    11        188
sequential                       282       7200
multi-input combinational       4343      27600
timing repair buffer             492       3870
fill                           12890      77700
antenna                           57        143
critical path: cells and delay by family, from the launching register on:
kind            cells  cell delay [ps]
compound gates     10             3780
fa+ha+maj           2             1000
buf+inv             6             1960
flops               1              630
mux                 1              160
simple gates        9             3720
kinds of logic (layout without fill, tap and decap cells):
| logic type | after synthesis | count (layout) |
|---|---|---|
| adders and majority gates | 66 | 66 |
| DFF | 282 | 282 |
| and+or+nand+nor | 2045 | 2045 |
| xor gates and xnor gates | 99 | 99 |
| muxes | 249 | 249 |
| buffers and inverters | 519 | 693 |
| other | 0 | 57 |
| AOI/OAI and AO/OA | 1884 | 1884 |
state kept, by name (all words and copies together) (netlist names):
register	flops
out	4
in_num_r	3
write_queen_num	4
row_r	52
out_valid	1
output_counter	4
col_r	56
wrong_queen_num	4
current_state	10
bitmap	144
metal layers:
metal | up-vias | track usage [%]
met5 | - | 2.83
met4 | 62 | 46.9
met3 | 1458 | 32.5
met2 | 4673 | 70.6
met1 | 25049 | 68.0
li1 | 20264 | -
final timing paths:
kind                               startpoint             to  slack [ps]  depth (start not counted)
worst min register to register   row_r[11][3]   row_r[11][3]         480                          2
max in group asynchronous               rst_n   bitmap[6][7]        8180                          4
worst max-delay path            bitmap[11][4]   bitmap[6][3]         990                         28
min in group asynchronous               rst_n  bitmap[11][9]        1810                          1
worst max register to register  bitmap[11][4]   bitmap[6][3]         990                         28
worst min-delay path             row_r[11][3]   row_r[11][3]         480                          2
cells in the mapped netlist, types with 41 or more instances:
| cell type | instances |
|---|---|
| sky130_fd_sc_hd__xnor2_1 | 66 |
| sky130_fd_sc_hd__a31oi_1 | 92 |
| sky130_fd_sc_hd__clkbuf_1 | 301 |
| sky130_fd_sc_hd__or3_1 | 49 |
| sky130_fd_sc_hd__o221ai_1 | 43 |
| sky130_fd_sc_hd__o31ai_1 | 41 |
| sky130_fd_sc_hd__nand2b_1 | 44 |
| sky130_fd_sc_hd__nor4_1 | 78 |
| sky130_fd_sc_hd__nor2_1 | 548 |
| sky130_fd_sc_hd__nand4_1 | 87 |
| sky130_fd_sc_hd__nand2_1 | 598 |
| sky130_fd_sc_hd__mux2i_1 | 181 |
| sky130_fd_sc_hd__inv_1 | 116 |
| sky130_fd_sc_hd__a221oi_1 | 44 |
| sky130_fd_sc_hd__nor3_1 | 229 |
| sky130_fd_sc_hd__o211ai_1 | 95 |
| sky130_fd_sc_hd__a21oi_1 | 357 |
| sky130_fd_sc_hd__mux2_2 | 61 |
| sky130_fd_sc_hd__ha_1 | 58 |
| sky130_fd_sc_hd__o22ai_1 | 113 |
| sky130_fd_sc_hd__a211oi_1 | 98 |
| sky130_fd_sc_hd__dfstp_2 | 113 |
| sky130_fd_sc_hd__nand3_1 | 153 |
| sky130_fd_sc_hd__o21ai_0 | 300 |
| sky130_fd_sc_hd__dfrtp_1 | 169 |
| sky130_fd_sc_hd__and2_1 | 52 |
| sky130_fd_sc_hd__a32oi_1 | 49 |
| sky130_fd_sc_hd__a22oi_1 | 92 |
cell usage in the layout, fill, tap and decap left out, drive strengths merged, types with 66 or more instances in the layout:
cell type / count
dfstp: 113
o22ai: 114
nor2: 549
dfrtp: 169
xnor2: 66
o211ai: 95
a211oi: 101
o21ai: 332
a22oi: 93
a21oi: 362
a31oi: 93
nor4: 81
buf: 475
nand2: 599
mux2i: 181
nor3: 237
nand3: 154
inv: 124
nand4: 88
